<file path="run.sh">
#!/bin/bash
# OpenROAD 26Q1-2900-gdf79404cd8, Yosys 0.63+post, stock flow scripts
make -C /OpenROAD-flow-scripts/flow DESIGN_CONFIG=/design/flow/config.mk WORK_HOME=/design/flow/orfs finish
</file>
<file path="config.mk">
export PLATFORM = sky130hd
export DESIGN_NAME = mlp_24bit_scalable
export DESIGN_NICKNAME = mlp_24bit_scalable
export VERILOG_FILES = /design/flow/design.v
export SDC_FILE = /design/flow/constraint.sdc
export NUM_CORES = 4
export LEC_CHECK = 1
export CORE_UTILIZATION = 30
</file>
<file path="constraint.sdc">
current_design mlp_24bit_scalable

set clk_period 58.6
set clk_io_pct 0.2

create_clock -name clk0 -period $clk_period [get_ports {clk}]

set non_clock_inputs [all_inputs -no_clocks]
set_input_delay [expr $clk_period * $clk_io_pct] -clock clk0 $non_clock_inputs
set_output_delay [expr $clk_period * $clk_io_pct] -clock clk0 [all_outputs]
</file>
<file path="design.v">
`timescale 1ns / 1ps
module mlp_24bit_scalable #(
    parameter NUM_HIDDEN = 3,
    parameter NUM_OUTPUTS = 15
)(
    input wire clk,
    input wire rst,
    input wire start,
    input wire [23:0] input_1,
    input wire [23:0] input_2,
    output wire [3:0] classification_result,
    output wire [23:0] regression_result,
    output wire done
);
    localparam IDLE = 3'd0;
    localparam COMPUTE_HIDDEN_MUL = 3'd1;
    localparam COMPUTE_HIDDEN_SUM = 3'd2;
    localparam COMPUTE_OUTPUT_MUL = 3'd3;
    localparam COMPUTE_OUTPUT_SUM = 3'd4;
    localparam ARGMAX = 3'd5;
    localparam DONE_STATE = 3'd6;
    reg [23:0] current_value;
    reg [2:0] state;
    localparam NUM_INPUTS = 2;
    reg [23:0] hidden_outputs [0:NUM_HIDDEN-1];
    reg [47:0] hidden_mul_results [0:NUM_HIDDEN-1][0:NUM_INPUTS-1];
    reg [23:0] hidden_sums [0:NUM_HIDDEN-1];
    reg [47:0] output_mul_results [0:NUM_OUTPUTS-1][0:NUM_HIDDEN-1];
    reg [23:0] output_values [0:NUM_OUTPUTS-1];
    reg [23:0] temp_sum;
    reg [4:0] counter;
    reg [23:0] max_value;
    reg [3:0] max_index;
    integer i, j;
    reg [15:0] hidden_weights [0:NUM_HIDDEN-1][0:NUM_INPUTS-1];
    reg [15:0] hidden_biases [0:NUM_HIDDEN-1];
    reg [15:0] output_weights [0:NUM_OUTPUTS-1][0:NUM_HIDDEN-1];
    reg [15:0] output_biases [0:NUM_OUTPUTS-1];
initial begin
    hidden_weights[0][0] = 16'h0032;   
    hidden_weights[0][1] = 16'hFFEA;   
    hidden_weights[1][0] = 16'hFFF6;   
    hidden_weights[1][1] = 16'h005F;   
    hidden_weights[2][0] = 16'hFFB8;   
    hidden_weights[2][1] = 16'h0062;   
end
initial begin
    hidden_biases[0] = 16'hFBAA;   
    hidden_biases[1] = 16'hFE84;   
    hidden_biases[2] = 16'h07DA;   
end
initial begin
    output_weights[0][0] = 16'h0040;   
    output_weights[0][1] = 16'hFFE3;   
    output_weights[0][2] = 16'h00CE;   
    output_weights[1][0] = 16'hF89B;   
    output_weights[1][1] = 16'h0209;   
    output_weights[1][2] = 16'hFEC1;   
    output_weights[2][0] = 16'hFEB1;   
    output_weights[2][1] = 16'h0082;   
    output_weights[2][2] = 16'hFFB1;   
    output_weights[3][0] = 16'hFF75;   
    output_weights[3][1] = 16'h006C;   
    output_weights[3][2] = 16'hFFAA;   
    output_weights[4][0] = 16'hFFDC;   
    output_weights[4][1] = 16'h0011;   
    output_weights[4][2] = 16'hEAEE;   
    output_weights[5][0] = 16'h0034;   
    output_weights[5][1] = 16'h0000;   
    output_weights[5][2] = 16'hF52C;   
    output_weights[6][0] = 16'h005A;   
    output_weights[6][1] = 16'h0014;   
    output_weights[6][2] = 16'h0029;   
    output_weights[7][0] = 16'hFF9E;   
    output_weights[7][1] = 16'h0066;   
    output_weights[7][2] = 16'hFFCD;   
    output_weights[8][0] = 16'hFFD3;   
    output_weights[8][1] = 16'hFF1D;   
    output_weights[8][2] = 16'hFFD3;   
    output_weights[9][0] = 16'hFFCE;   
    output_weights[9][1] = 16'hFEB4;   
    output_weights[9][2] = 16'hE351;   
    output_weights[10][0] = 16'h001F;   
    output_weights[10][1] = 16'hFF21;   
    output_weights[10][2] = 16'hF64E;   
    output_weights[11][0] = 16'hFFF2;   
    output_weights[11][1] = 16'hFFA0;   
    output_weights[11][2] = 16'hD835;   
    output_weights[12][0] = 16'h003D;   
    output_weights[12][1] = 16'hFFBD;   
    output_weights[12][2] = 16'hF083;   
    output_weights[13][0] = 16'h0070;   
    output_weights[13][1] = 16'hFF91;   
    output_weights[13][2] = 16'hFF6D;   
    output_weights[14][0] = 16'h009C;   
    output_weights[14][1] = 16'hFFDE;   
    output_weights[14][2] = 16'hFE3A;   
end
initial begin
    output_biases[0] = 16'hFB48;   
    output_biases[1] = 16'h1174;   
    output_biases[2] = 16'h0802;   
    output_biases[3] = 16'h03A5;   
    output_biases[4] = 16'h053B;   
    output_biases[5] = 16'hFAAF;   
    output_biases[6] = 16'hEED2;   
    output_biases[7] = 16'hFF66;   
    output_biases[8] = 16'h0B76;   
    output_biases[9] = 16'h0EA9;   
    output_biases[10] = 16'h063F;   
    output_biases[11] = 16'h08A5;   
    output_biases[12] = 16'hFF7B;   
    output_biases[13] = 16'hF731;   
    output_biases[14] = 16'hE796;   
end
    initial begin
        for (i = 0; i < NUM_OUTPUTS; i = i + 1) begin
            output_values[i] = 24'h800000;  
        end
    end
    function [23:0] relu;
        input [23:0] value;
        begin
            relu = (value[23]) ? 24'h000000 : value;  
        end
    endfunction
    always @(posedge clk or posedge rst) begin
        if (rst) begin
            state <= IDLE;
            counter <= 5'd0;
            max_value <= 24'h800000;  
            max_index <= 4'd0;
            for (i = 0; i < NUM_OUTPUTS; i = i + 1) begin
                output_values[i] <= 24'h800000;
            end
            for (i = 0; i < NUM_HIDDEN; i = i + 1) begin
                hidden_outputs[i] <= 24'h000000;
            end
        end else begin
            case (state)
                IDLE: begin
                    if (start) begin
                        state <= COMPUTE_HIDDEN_MUL;
                    end
                end
                COMPUTE_HIDDEN_MUL: begin
                    for (i = 0; i < NUM_HIDDEN; i = i + 1) begin
                        hidden_mul_results[i][0] <= $signed(input_1) * $signed(hidden_weights[i][0]);
                        hidden_mul_results[i][1] <= $signed(input_2) * $signed(hidden_weights[i][1]);
                    end
                    state <= COMPUTE_HIDDEN_SUM;
                end
                COMPUTE_HIDDEN_SUM: begin
                    for (i = 0; i < NUM_HIDDEN; i = i + 1) begin
                        hidden_sums[i] = $signed(hidden_biases[i]);
                        for (j = 0; j < NUM_INPUTS; j = j + 1) begin
                            hidden_sums[i] = hidden_sums[i] + $signed(hidden_mul_results[i][j][30:7]);
                        end
                        hidden_outputs[i] <= relu(hidden_sums[i]);
                    end
                    state <= COMPUTE_OUTPUT_MUL;
                end
                COMPUTE_OUTPUT_MUL: begin
                    for (i = 0; i < NUM_OUTPUTS; i = i + 1) begin
                        for (j = 0; j < NUM_HIDDEN; j = j + 1) begin
                            output_mul_results[i][j] <= $signed(hidden_outputs[j]) * $signed(output_weights[i][j]);
                        end
                    end
                    state <= COMPUTE_OUTPUT_SUM;
                end
                COMPUTE_OUTPUT_SUM: begin
                    for (i = 0; i < NUM_OUTPUTS; i = i + 1) begin
                        temp_sum = $signed(output_biases[i]);
                        for (j = 0; j < NUM_HIDDEN; j = j + 1) begin
                            temp_sum = temp_sum + $signed(output_mul_results[i][j][30:7]);
                        end
                        output_values[i] <= temp_sum;
                    end
                    counter <= 5'd0;
                    state <= ARGMAX;
                end
                ARGMAX: begin
                    if (counter < NUM_OUTPUTS) begin
                        if (counter == 0) begin
                            max_value <= output_values[0];
                            max_index <= 4'd0;
                            current_value <= output_values[counter+1];
                            counter <= counter + 1;
                        end else begin
                            if ($signed(current_value) > $signed(max_value)) begin
                                max_value <= current_value;
                                max_index <= counter[3:0];
                            end
                            if (counter < NUM_OUTPUTS - 1) begin
                                current_value <= output_values[counter+1];
                            end
                            counter <= counter + 1;
                            if (counter == (NUM_OUTPUTS - 1)) begin
                                state <= DONE_STATE;
                            end
                        end
                    end else begin
                        state <= DONE_STATE;
                    end
                end
                DONE_STATE: begin
                    if (start == 0) begin
                        state <= IDLE;
                    end
                end
                default: state <= IDLE;
            endcase
        end
    end
    assign classification_result = max_index;
    assign regression_result = output_values[0];
    assign done = (state == DONE_STATE);
endmodule
</file>
==> impl_metrics.ini <==
; generated from flow reports
[critical_path]
path_max_fanout = 8
arrival_ns = 19.63
critPathKind = input pin to flip-flop
start_kind = input pin
end_kind = flip-flop
cp.required_ns = 59.28

[placed_design]
io_buffer_count = 79
postPlaceCellArea_um2 = 294300
finalWeightedCongestion = 1.054
place_hpwl_um = 1079000

[synth]
top_area_cell = fa_1
synth_cells = 25870
synthesis.area_um2 = 272500
edf_count = 1215
flop_cell = edfxtp_1
yosysCellCount = 25870
syn_avg_cell_area_um2 = 10.53
synth_flops = 1684
ys_chip_area_um2 = 272500
synth_warnings = 6
postSynthSeqShare = 0.1770
synth.top_cell.area_share = 0.3096
synthArstFlopShare = 0.2785
ys_top_cells_by_area = fa_1, ha_1, edfxtp_1, inv_1, dfrtp_1
yosys.cell_types.count = 95

[grt]
grt_pass1_wl_um = 1678000
gr-usage-all-layers = 0.2866
grt_pass1_vias = 199400
grt_max_degree = 116
antenna_found_initial = 126
globalRoute.totalOverflow = 0

[drt]
wire_per_inst_um = 31.15
vias = 187700
drcViolationCount = 0
drt-initial-drc-count = 11830
wl_um = 1232000
via_per_inst = 4.744
drtAntennaViolNets = 0
first_pass_iters = 9

[cells_and_area]
drive_above_1_share = 0.06011
utilization = 0.3352
lay_top_cells = inv_1, ha_1, fa_1
syn2layout_area_growth_pct = 11.24
post-route-cell-area_um2 = 303100
lay_top_count = inv_1

[floorplanning]
die-area_um2 = 912200
die_w_um = 955.1
io_pins = 80
fp-row-count = 349
floorplan.core_util = 0.3013
die_h_um = 955.1
core_um2 = 904300

[outcome]
status = completed

[final_timing]
fin_skew_ns = 0.1649
period_used_share = 0.3233
tightest_slew_ns = 1.211
slew_violations = 0
fmax_mhz = 52.78
setup_tns_ns = 0
hold_viol_final = 0
setup_violations = 0
fin_crit_ns = 18.95
fin_hold_ws_ns = 0.4156
max-slew-margin-rel = 0.1842
rsz0062_at_grt = no

[clocking]
htree_levels = 4
cts_setup_buffers = 0
cts_hold_buf = 0
cts-root-buf = clkbuf_16
clock-sinks = 1684
ctsResizeCount = 0
worstSkewPairLatency_ns = 1.09
path_clk_slew_ns = 0.06
numCtsBuffers = 225
cts_tree = yes
ctsLongestPathBuffers = 4

[hold_path]
hold_class = flip-flop to flip-flop

[job]
max-cap-violations = 0
tool_warnings = 316
-- per-stage QoR --
step	worst slack [ns]	std cells
2_1_floorplan	19.25	25870
3_3_place_gp	38.41	38710
3_5_place_dp	38.48	38710
4_1_cts	39.46	39120
5_1_grt	39.13	39540
6_report	39.65	39560
-- synthesized netlist by cell type, types with 21 or more instances --
library cell and n:
a2111oi_0 21, a211o_1 32, a211oi_1 90, a21boi_0 40
a21o_1 380, a21oi_1 916, a221oi_1 98, a22o_1 59
a22oi_1 52, a31o_2 34, a31oi_1 87, a41o_1 21
a41oi_1 51, and2_1 74, and3_1 115, and4_1 22
clkbuf_1 118, dfrtp_1 452, edfxtp_1 1215, fa_1 4214
ha_1 4944, inv_1 7278, mux2_2 257, mux2i_1 49
nand2_1 432, nand2b_1 161, nand3_1 200, nand4_1 61
nor2_1 935, nor2b_1 181, nor3_1 304, o211ai_1 38
o21a_1 246, o21ai_0 445, o21bai_1 126, o22ai_1 95
o31a_1 34, o31ai_1 52, o41ai_1 28, or2_2 42
or3_1 91, xnor2_1 1119, xor2_1 365
-- state kept, by name, indices dropped and copies added (netlist names) --
| name | count |
|---|---|
| hidden_outputs | 69 |
| output_mul_results | 1047 |
| counter | 5 |
| state | 7 |
| max_index | 4 |
| output_values | 360 |
| current_value | 24 |
| hidden_mul_results | 144 |
| max_value | 24 |
-- metal layers --
metal / global-route usage / vias to the layer above / wire length, µm
li1: - / 85110 / -
met1: 0.3473 / 92840 / 447400
met2: 0.4060 / 7922 / 521800
met3: 0.1510 / 1733 / 159200
met4: 0.1762 / 64 / 101800
met5: 0.01739 / - / 2256
-- cell type report --
type | instances | area, µm²
Clock inverter | 137 | 1572
Tap cell | 12110 | 15150
Timing Repair Buffer | 862 | 6766
Sequential cell | 1684 | 48260
Multi-Input combinational cell | 16770 | 196800
Inverter | 7279 | 27330
Antenna cell | 438 | 1096
Clock buffer | 280 | 6153
Fill cell | 91220 | 601200
-- path summary, 6_finish.rpt --
check	from	end	slack [ns]	depth (start not counted)
max in group asynchronous	rst	hidden_outputs[2][14]	44.36	7
min reg2reg	state[6]	state[1]	0.42	0
max	input_1[3]	hidden_mul_results[2][30]	39.65	26
max reg2reg	hidden_outputs[2][11]	output_mul_results[26][30]	48.47	21
min in group asynchronous	rst	output_values[0][6]	11.23	3
min	state[6]	state[1]	0.42	0
-- logic make-up after synthesis --
| family | Yosys count | share of synthesized area |
|---|---|---|
| compound gates | 3142 | 0.07688 |
| simple gates | 2683 | 0.04729 |
| buf+inv | 7410 | 0.1021 |
| xor+xnor | 1484 | 0.04770 |
| flops | 1684 | 0.1770 |
| mux | 306 | 0.01242 |
| fa+ha+maj | 9158 | 0.5366 |
-- worst max-delay path: stages --
cell	delay, ns
clkdlybuf4s50_1	0.88
inv_1	0.36
fa_1	0.58
inv_1	0.25
fa_1	0.46
inv_1	0.09
fa_1	0.47
fa_1	0.52
inv_1	0.05
fa_1	0.49
inv_1	0.06
fa_1	0.47
inv_1	0.05
ha_1	0.31
a21o_1	0.17
a21o_1	0.23
a21oi_1	0.45
o21ai_0	0.33
buf_4	0.24
a211oi_1	0.40
nor3b_1	0.17
o41ai_1	0.30
buf_4	0.19
o21bai_1	0.09
a21oi_1	0.20
xnor2_1	0.08
